### /design/flow/run.sh
#!/bin/bash
# OpenROAD 26Q1-2900-gdf79404cd8, Yosys 0.63+post, stock flow scripts
make -C /OpenROAD-flow-scripts/flow DESIGN_CONFIG=/design/flow/config.mk WORK_HOME=/design/flow/orfs finish
### /design/flow/config.mk
export PLATFORM = sky130hd
export DESIGN_NAME = floprc
export DESIGN_NICKNAME = floprc
export VERILOG_FILES = /design/flow/design.v
export SDC_FILE = /design/flow/constraint.sdc
export NUM_CORES = 4
export LEC_CHECK = 1
export CORE_AREA = 10 10 102 102
export DIE_AREA = 0 0 112 112
### /design/flow/constraint.sdc
current_design floprc

set clk_period 1.0
set clk_io_pct 0.2

create_clock -name clk0 -period $clk_period [get_ports {clk}]

set non_clock_inputs [all_inputs -no_clocks]
set_input_delay [expr $clk_period * $clk_io_pct] -clock clk0 $non_clock_inputs
set_output_delay [expr $clk_period * $clk_io_pct] -clock clk0 [all_outputs]
### /design/flow/design.v
module floprc #(parameter WIDTH = 32) (
  input  logic             clk,
  input  logic             reset,
  input  logic             clear,
  input  logic [WIDTH-1:0] d,
  output logic [WIDTH-1:0] q
);
  always_ff @(posedge clk or posedge reset) begin
    if (reset)       q <= 0;
    else if (clear)  q <= 0;
    else             q <= d;
  end
endmodule
==> ci_impl_report.md <==
### Flow metrics

| Metric | Value |
|---|---|
| Switching portion of total power | `20.2%` |
| Die W | `112 um` |
| Setup crit end kind | `primary output` |
| 1st-pass router iterations | `2` |
| CTS Sinks | `32` |
| Ys cells | `68` |
| Place WS | `-0.112 ns` |
| Commonest Layout Cell | `clkdlybuf4s50_1` |
| Critical path buffer and inverter count | `1` |
| Final Cycle Share | `95.0%` |
| Clk pwr share | `34.0%` |
| Final HPWL DP | `2370 um` |
| P_leak | `0.000828 uW` |
| GPL Wtd Cong | `0.666` |
| ANT nets after route | `0` |
| Post-synth regs | `32` |
| Worst hold path type | `primary input to asynchronous set/reset pin` |
| Total power | `2520 uW` |
| RSZ-0062 raised after global routing | `true` |
| Synth Cell Area | `0.00103 sq mm` |
| Max reg flops | `32` |
| Post-Synthesis Cells | `68` |
| Vias per cell | `3.07` |
| Core area | `0.00822 sq mm` |
| Share of cells above drive strength 1 | `28.3%` |
| Global-route wire length before repair | `4620 um` |
| DRC | `0` |
| Psw | `508 uW` |
| GRT Overall Usage | `4.53%` |
| FP Core Util | `12.5%` |
| Reg area | `801 sq um` |
| Crit-path max FO | `1` |
| Biggest regs | `q: 32 flops` |
| Slowest stage delay, CP | `0.36 ns` |
| Total CTS buffers | `5` |
| P_int | `2010 uW` |
| Seq share, synth | `78.0%` |
| Combinational share of power | `11.5%` |
| Initial antenna violation count | `0` |
| Worst vdd ir | `0.000349 V` |
| Worst slew margin | `88.4%` |
| WL per Instance | `12.2 um` |
| Synth cell types | `4` |
| Status | `finished, final reports clean` |
| Sequential power share | `54.5%` |
| IO Count | `67` |
| Max Clk Rate | `1050 MHz` |
| Comb area | `200 sq um` |
| Detailed Route Iter0 Violations | `19` |
| Vias | `745` |
| Number of port buffers | `66` |
| Final Slew Violations | `0` |
| Most flop-heavy register | `q` |
| Post-cts hold buffer count | `0` |
| Largest net degree at the start of global routing | `33` |
| Root Buffer | `clkbuf_8` |
| Die area | `0.0125 sq mm` |
| Pwr dens | `1440 mW/mm^2` |
| Num rows | `33` |
| WP depth | `1` |
| Arrival time worst endpoint | `0.75 ns` |
| H-tree levels | `2` |
| GRT overflow | `0` |
| CP startpoint | `q[26]` |
| Routed wire length | `2960 um` |
| Critical-path cell list | `buf_2` |
| Final Hold Viols | `0` |
| OpenROAD warnings | `26` |
| Vias in the first global route | `816` |
| CP top delay family | `flip-flops` |
| CTS tree | `built` |
| Final Util | `21.2%` |
| Syn avg cell area | `15.1 sq um` |
| Final count of negative-setup-slack endpoints | `0` |
| CP Class | `flip-flop to primary output` |
| Req. time, crit path | `0.80 ns` |
| CTS clk-pin slew, worst paths | `0.06 ns` |
| Ys Warns | `1` |
| Antenna cells | `0` |
| Die Ht | `112 um` |
| Worst Setup EP | `q[26]` |
| Filler cells | `906` |
| Clk buf depth | `2` |
| Slew @ Worst Pin | `0.175 ns` |
| Max-cap violations | `0` |
| Crit-path slowest cell | `dfrtp_1` |
| Worst setup margin | `0.0498 ns` |
| Layout Area Growth over Synthesis | `69.9%` |
| Critical Path Source Type | `flip-flop` |
| YS chip area | `0.00103 sq mm` |
| Most numerous logic cells after layout | `clkdlybuf4s50_1 (34), nor2b_1 (32), buf_2 (32), dfrtp_1 (32), clkbuf_8 (5)` |
| Crit path time final | `0.950 ns` |
[through the flow]
stage	TNS, ns	instance area, sq um	std cells	hold slack (ns)
5_1_grt	-0.00864	1750	243	0.273
4_1_cts	0	1750	243	0.262
2_1_floorplan	0	1030	68	0.266
3_3_place_gp	-3.07	1840	238	0.557
3_5_place_dp	-3.37	1840	238	0.566
6_report	0	1750	243	0.266
[cell type report]
cell class	instances	area share (%)
flip-flops and latches	32	45.9
repair buffers	68	31.0
multi-input cells	32	11.5
well taps	105	7.53
clock buffers	5	3.94
inverters	1	0.215
[synth_stat cells, drive strengths merged]
cell,number,share of area (%)
nor2b,32,19
inv,1,0.37
dfrtp,32,78
buf,3,2.2
[how the worst min path moves through the flow]
stage / start / to / slack [ns]
4_1_cts: reset / q[28] / 0.26
5_1_grt: reset / q[28] / 0.27
6_report: reset / q[28] / 0.27
[per-layer routing]
metal	share of wire (%)	track usage [%]
met1	41	5.27
met2	50	7.54
met3	7.9	1.95
met4	1.8	1.10
met5	0	0
[power groups by stage]
stage         clock network [uW]  logic (uW)  registers [uW]
CTS                          935         304            1370
global route                 983         325            1380
finish                       855         291            1370
[kinds of logic (layout without fill, tap and decap cells)]
kind of cell  count (synthesis)  after routing  synth area share, %
flops                        32             32                 78.0
simple gates                 32             32                 19.5
buf+inv                       4             74                 2.56
[timing repair]
| item | CTS | global route |
|---|---|---|
| buffers inserted | 0 | 0 |
| resized | 99 | 0 |
| pin swaps | 0 | 0 |
| endpoints found under the setup margin | 32 | 1 |
| cloned | 0 | 0 |
Power is estimated from default activity; no workload was simulated.
