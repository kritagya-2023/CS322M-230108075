===== run.sh =====
#!/bin/bash
# OpenROAD 26Q1-2900-gdf79404cd8, Yosys 0.63+post, stock flow scripts
make -C /OpenROAD-flow-scripts/flow DESIGN_CONFIG=/design/flow/config.mk WORK_HOME=/design/flow/orfs finish

===== config.mk =====
export PLATFORM = sky130hd
export DESIGN_NAME = flopenr
export DESIGN_NICKNAME = flopenr
export VERILOG_FILES = /design/flow/design.v
export SDC_FILE = /design/flow/constraint.sdc
export NUM_CORES = 4
export LEC_CHECK = 1
export CORE_AREA = 10 10 109 109
export DIE_AREA = 0 0 119 119

===== constraint.sdc =====
current_design flopenr

set clk_period 1.0
set clk_io_pct 0.2

create_clock -name clk0 -period $clk_period [get_ports {clk}]

set non_clock_inputs [all_inputs -no_clocks]
set_input_delay [expr $clk_period * $clk_io_pct] -clock clk0 $non_clock_inputs
set_output_delay [expr $clk_period * $clk_io_pct] -clock clk0 [all_outputs]

===== design.v =====
module flopenr #(parameter WIDTH = 32) (
  input  logic             clk,
  input  logic             reset,
  input  logic             en,
  input  logic [WIDTH-1:0] d,
  output logic [WIDTH-1:0] q
);
  always_ff @(posedge clk or posedge reset) begin
    if (reset)      q <= 0;
    else if (en)  q <= d;
  end
endmodule

==> notes.md <==
Synthesis and place-and-route results.

- Of the synthesized area, sequential elements account for 0.594.
- The run finished, with violations left.
- The antenna cell count is 0.
- The final max-slew violation count is 0.
- By count the netlist is led by sky130_fd_sc_hd__dfrtp_1, sky130_fd_sc_hd__mux2_4, sky130_fd_sc_hd__buf_12.
- The critical path is of the reg2reg type.
- The most frequently used library cell after synthesis is sky130_fd_sc_hd__dfrtp_1.
- The finished cells cover 2260 µm².
- The cell type contributing the most total cell area after synthesis is sky130_fd_sc_hd__dfrtp_1.
- The chip area estimate from yosys synthesis is 1350 µm².
- The post-synthesis async set-or-reset flop share is 1.00.
- The initial antenna violation count is 0.
- Per the OpenROAD floorplan log, the area of the core is 9640 µm².
- The number of warnings the tools reported is 27.
- The count of nets left with antenna violations once routing finished came out at 0.
- In the Yosys stats the netlist draws on 6 distinct library cells.
- The count of input and output buffers is 66.
- On the worst setup and hold paths after CTS, the clock-pin slew comes to 70 ps.
- The count of H-tree levels built during CTS is 2.
- The critical path ends at q[13].
- Counting the buffers created by CTS gives 5.
- The report lists the power per cell area as 1560 nW/µm².
- The register with the most flip-flops in the layout has 32 of them.
- The total of warnings raised by yosys is 1.
- The cell area that synthesis handed to floorplanning was 1350 µm².
- After layout, the worst setup slack is -3.16 ps.
- For this run, design rule violations remaining after detail routing come to 0.
- For this block, the via count after detailed routing is 900.
- The minimum clock period is 1000 ps.
- The placement stage leaves a total instance area of 2210 µm².
- The endpoint of the worst register-to-register path is q[13].
- The critical path endpoint has a required time of 1170 ps.
- The class of the tightest hold or removal check is in2async.
- The initial DRC count is 13.
- The die covers 14200 µm².
- The area fraction of the dominant cell type after synthesis is 0.594.
- The maximum number of buffers from clock root to sink is 2.
- The iteration count recorded for the first detailed-route pass is 3.
- Per the CTS log, the root buffer master is sky130_fd_sc_hd__clkbuf_8.
- The arrival time of data at the critical path endpoint is 1180 ps.
- The worst setup path is launched from a flip-flop.
- The post-route fraction of the period consumed by the critical path is 1.00.
- Entering global routing, the biggest net connects 33 pins.
- The total number of placement rows is 36.
- The die is 119 µm wide.
- Per the post-place timing report, worst setup slack is -69.4 ps.
- Static timing analysis puts the maximum clock frequency at 997 MHz.
- The cell count in the Yosys report is 69.
- Averaged over all synthesized cells, the footprint is 19.5 µm².
- Compared with the post-synthesis result, the final layout area differs by 67.6%.
- The flip-flop and latch count after synthesis is 32.
- The register containing the most flip-flops in the final layout is q.
- The maximum fanout along the worst path is 2.
- The detailed router reported a total wirelength of 3.60 mm.
- The global-route wire length before repair is 5.74 mm.
- The registers reported with the highest flop counts are q: 32 flops.
- The worst relative slew slack is 0.877.
- For this configuration, the core starts out at a cell density of 0.140.
- Total global-route track usage over all layers is 0.0503.
- The final number of setup-violating endpoints is 2.
- The worst register-to-register path begins at q[13].
- The routed wirelength normalized by instance count is 12.4 µm.
- The final HPWL from detailed placement is 2.64 mm.
- The clock latency on the worst-skew pair is 280 ps.
- The placement summary gives the final routability congestion estimate as 0.696.
- The layout summary lists the proportion of cells stronger than drive strength 1 as 0.582.
- The count of flip-flops with a built-in enable after synthesis is 0.
- TritonCTS reports the number of clock sinks as 32.
- The detailed-route vias per instance is 3.09.
- Per the OpenROAD power report, leakage power amounts to 1.07 nW.
- Pin placement for this block handled 67 I/O pins.
- Endpoints failing hold in the final report were tallied at 0.
- For the pin with the worst max-slew slack, the measured transition is 185 ps.
- The report counts max-capacitance violations totalling 0.
- The worst setup path startpoint is q[13].
- The number of global-route vias before repair is 1016.
- TritonCTS built the clock tree.
- The worst-case reg-to-reg setup slack stands at -3 ps.
- The die is 119 µm tall.
- For this run, the leading register cell type out of synthesis is sky130_fd_sc_hd__dfrtp_1.
- Setup repair after global routing could not meet its margin everywhere.
- The remaining global-route overflow is 0.
- The highest ir drop seen on vdd is 732 µV.
- The endpoint kind of the worst setup timing path is a flip-flop.
- The final reports fail on negative setup slack.
- Hold is met by 253 ps.
- The gate count of the mapped netlist is 69.
- The largest clock skew in the final design is 0 ps.
- The number of cells on the worst reg-to-reg path is 3.
- Sorting the synthesized cells by area gives the leading types as sky130_fd_sc_hd__dfrtp_1, sky130_fd_sc_hd__mux2_4, sky130_fd_sc_hd__buf_12, sky130_fd_sc_hd__mux2_2, sky130_fd_sc_hd__buf_6.
==> cell families after synthesis <==
logic type	count (synthesis)	share of synthesized area
buffers and inverters	5	0.0557
DFF	32	0.594
muxes	32	0.351
==> metrics by stage <==
stage / instances / utilization / power (W) / setup TNS [ps]
3_3_place_gp: 274 / 0.229 / 0.00224 / -293
6_report: 291 / 0.235 / 0.00353 / -4.68
4_1_cts: 293 / 0.235 / 0.00366 / -158
5_1_grt: 291 / 0.235 / 0.00376 / -863
2_1_floorplan: 69 / - / 0.00176 / 0
3_5_place_dp: 274 / 0.229 / 0.00225 / -294
==> cell type report <==
| cell class | instances | area, µm² |
|---|---|---|
| inverter | 1 | 3.75 |
| fill | 1030 | 7380 |
| sequential | 32 | 801 |
| timing repair buffer | 85 | 691 |
| multi-input combinational | 32 | 473 |
| tap | 133 | 166 |
| clock buffer | 7 | 96.3 |
| clock inverter | 1 | 30.0 |
==> critical path, stage by stage, from the launching register on <==
cell	delay, ps
sky130_fd_sc_hd__dfrtp_1	390
sky130_fd_sc_hd__buf_4	140
sky130_fd_sc_hd__buf_4	110
sky130_fd_sc_hd__mux2_4	250
==> layout by cell type (no fill, tap or decap) <==
| cell type | Yosys | layout |
|---|---|---|
| sky130_fd_sc_hd__bufinv_16 | 0 | 1 |
| sky130_fd_sc_hd__buf_12 | 3 | 3 |
| sky130_fd_sc_hd__clkbuf_8 | 0 | 7 |
| sky130_fd_sc_hd__buf_2 | 0 | 33 |
| sky130_fd_sc_hd__mux2_4 | 30 | 30 |
| sky130_fd_sc_hd__dfrtp_1 | 32 | 32 |
| sky130_fd_sc_hd__buf_6 | 1 | 4 |
| sky130_fd_sc_hd__clkdlybuf4s50_1 | 0 | 33 |
| sky130_fd_sc_hd__inv_1 | 1 | 1 |
| sky130_fd_sc_hd__mux2_2 | 2 | 2 |
| sky130_fd_sc_hd__buf_4 | 0 | 12 |
==> power by group <==
group | switching [W] | internal, W | total, W
Sequential | 0.0000623 | 0.00142 | 0.00149
Combinational | 0.000163 | 0.000488 | 0.000650
Clock | 0.000519 | 0.000880 | 0.00140
==> per-layer routing <==
layer / up-vias / track usage / part of all wire
met5: - / 0 / 0
met4: 0 / 0.00687 / 0.014
met3: 6 / 0.0225 / 0.086
met2: 40 / 0.0761 / 0.46
met1: 442 / 0.0669 / 0.44
li1: 412 / - / -
==> timing repair <==
item | CTS | global route
pin swaps | 0 | 0
resized | 98 | 3
endpoints found under the setup margin | 32 | 39
setup buffers | 11 | 3
hold buffers | 0 | 0
==> worst min-delay path by stage <==
stage                  from  endpoint  slack, ps  cells past startpoint
after CTS             reset      q[0]        250                      3
after global routing  reset     q[24]        280                      3
final                 reset     q[24]        250                      3
Power is estimated from default activity; no workload was simulated.
