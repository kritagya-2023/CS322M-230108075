<file path="./config.mk">
export PLATFORM = sky130hd
export DESIGN_NAME = flopenrc
export DESIGN_NICKNAME = flopenrc
export VERILOG_FILES = /design/flow/design.v
export SDC_FILE = /design/flow/constraint.sdc
export NUM_CORES = 4
export LEC_CHECK = 1
export CORE_AREA = 10 10 96 96
export DIE_AREA = 0 0 106 106
</file>
<file path="./constraint.sdc">
current_design flopenrc

set clk_period 1.0
set clk_io_pct 0.2

create_clock -name clk0 -period $clk_period [get_ports {clk}]

set non_clock_inputs [all_inputs -no_clocks]
set_input_delay [expr $clk_period * $clk_io_pct] -clock clk0 $non_clock_inputs
set_output_delay [expr $clk_period * $clk_io_pct] -clock clk0 [all_outputs]
</file>
<file path="./design.v">
module flopenrc #(parameter WIDTH = 32) (
  input  logic             clk,
  input  logic             reset,
  input  logic             clear,
  input  logic             en,
  input  logic [WIDTH-1:0] d,
  output logic [WIDTH-1:0] q
);
  always_ff @(posedge clk or posedge reset) begin
    if (reset)      q <= 0;
    else if (clear) q <= 0;
    else if (en)  q <= d;
  end
endmodule
</file>
<file path="./run.sh">
#!/bin/bash
# OpenROAD 26Q1-2900-gdf79404cd8, Yosys 0.63+post, stock flow scripts
make -C /OpenROAD-flow-scripts/flow DESIGN_CONFIG=/design/flow/config.mk WORK_HOME=/design/flow/orfs finish
</file>
==> flow_metrics.env <==
# source this file to load flow results
export IMPL_start_kind="flop"
export IMPL_synth_yosys_warnings=1
export IMPL_slew_headroom_pct=89.77
export IMPL_hold_buffers=0
export IMPL_finalSetupViolCount=0
export IMPL_fmax_ghz=1.014
export IMPL_clk_pin_slew_ps=70
export IMPL_finalClockSkew_ps=0
export IMPL_reg2reg_from="q[19]"
export IMPL_ios=68
export IMPL_worstMarginPinSlew_ps=149.1
export IMPL_area_delta_synth_final_pct=59.28
export IMPL_ys_flops=32
export IMPL_worst_r2r_path_depth=3
export IMPL_warnings=27
export IMPL_root_buffer="clkbuf_8"
export IMPL_ant_nets=0
export IMPL_p_sw_uw=663.7
export IMPL_top_register="q"
export IMPL_dr_pass1_iters=3
export IMPL_vdd_drop_max_mv=0.4204
export IMPL_p_leak_nw=1.105
export IMPL_die_x_um=106
export IMPL_endpoint="q[25]"
export IMPL_yosys_area_mm2=0.001328
export IMPL_worst_path_buf_inv=1
export IMPL_timing_final_crit_share_pct=98.57
export IMPL_cts_made_buffers=5
export IMPL_lay_top_cells="34 x clkdlybuf4s50_1, 33 x buf_2, 32 x mux2i_1, 32 x nor2_1, 32 x dfrtp_1"
export IMPL_via_count=1001
export IMPL_htreeDepth=2
export IMPL_grt_max_degree=33
export IMPL_area_leaders="dfrtp_1 60%, mux2i_1 24%, nor2_1 9.0%"
export IMPL_yosys_area_top_type_share_pct=60.32
export IMPL_coreArea_mm2=0.007214
export IMPL_pwr_share_seq_pct=45.9
export IMPL_use_met1_pct=7.832
export IMPL_grt_pass1_wl_mm=5.575
export IMPL_power_density_mw_per_mm2=1445
export IMPL_crit_cells=1
export IMPL_routedWlPerCell_um=12.35
export IMPL_crit_slowest_cell="dfrtp_1"
export IMPL_clock_path_buffers=2
export IMPL_syn_area_per_cell_um2=12.76
export IMPL_die_h_um=106
export IMPL_yosys_stat_cells=104
export IMPL_status="complete, no violations"
export IMPL_antenna_cells=0
export IMPL_yosysSeqAreaShare_pct=60.32
export IMPL_period_needed_ps=985.7
export IMPL_critPathArrivalTime_ps=790
export IMPL_clock_latency_ps=280
export IMPL_startpoint="q[25]"
export IMPL_fillCellCount=768
export IMPL_critPathKind="flop to output pin"
export IMPL_cap_viol_max_count=0
export IMPL_final_common_cell="clkdlybuf4s50_1"
export IMPL_finalPower_mw=3.055
export IMPL_row_count=31
export IMPL_reg_top3="q x32"
export IMPL_drt_iter0_drc=17
export IMPL_fin_util_pct=29.31
export IMPL_die_area_mm2=0.01124
export IMPL_grt_pass1_vias=1054
export IMPL_clockPowerShare_pct=39.6
export IMPL_rsz0062_at_grt="yes"
export IMPL_io_buffers=67
export IMPL_pwr_share_comb_pct=14.5
export IMPL_gp_congestion=0.6597
export IMPL_hp_class="input pin to async pin"
export IMPL_maxSlewViolCount=0
export IMPL_crit_family="flip-flops"
export IMPL_fp_util_pct=18.40
export IMPL_critical_path_required_ps=800
export IMPL_drc=0
export IMPL_path_max_fanout=2
export IMPL_hpwl_mm=2.633
export IMPL_grt_overflow_total=0
export IMPL_cts_sink_count=32
export IMPL_yosysTopAreaCell="dfrtp_1"
export IMPL_met3_usage_pct=2.508
export IMPL_max_stage_delay_ps=390
export IMPL_track_usage_pct=6.027
export IMPL_r2r_end="q[19]"
export IMPL_antenna_found_initial=0
export IMPL_routed_wl_mm=3.484
export IMPL_cts_tree="built"
export IMPL_critPathCaptureType="output pin"
export IMPL_vias_per_cell=3.550
export IMPL_grt_use_met2_pct=9.496
export IMPL_internal_power_mw=2.391
export IMPL_top_usage_layer="met2"
export IMPL_swShare_pct=21.72
export IMPL_layout_drive_gt1_share_pct=27.87
export IMPL_rrSetupSlack_ps=210
export IMPL_synth_cell_type_count=7
export IMPL_largest_reg_flops=32
export IMPL_path_cells="buf_2"
export IMPL_finalHoldViolCount=0
export IMPL_synthCells=104
export IMPL_post_synth_instance_area_mm2=0.001328
==> kinds of logic after synthesis <==
logic type | share of synthesized area [%]
AND/OR/NAND/NOR | 9.048
multiplexers | 24.13
flip-flops | 60.32
buffers and inverters | 6.503
==> tightest hold or removal path, cell delays in order <==
cell,delay [ps]
clkdlybuf4s50_1,390
inv_1,110
buf_12,170
==> per-stage QoR <==
stage          instance area [µm²]  cells  setup slack (ps)  hold slack, ps  TNS [ps]
2_1_floorplan                 1328    104             109.2           266.4         0
3_3_place_gp                  2122    268            -94.44           500.4     -3113
3_5_place_dp                  2122    268            -108.7           511.8     -3312
4_1_cts                       2069    276            -6.491           242.6    -15.62
5_1_grt                       2115    282            -37.33           237.4    -450.5
6_report                      2115    282             14.29           246.1         0
==> metal layers <==
metal,up-vias,wire (µm)
met5,-,0
met4,0,47
li1,493,-
met2,39,1577
met3,6,253
met1,463,1605
==> power groups by stage <==
stage | clock network (mW) | logic, mW | registers [mW]
4_1_cts | 1.26 | 0.439 | 1.40
5_1_grt | 1.33 | 0.495 | 1.41
6_report | 1.21 | 0.444 | 1.40
==> Yosys cell counts (all sizes together) <==
| cell | number |
|---|---|
| mux2i | 32 |
| nor2 | 32 |
| clkbuf | 3 |
| dfrtp | 32 |
| inv | 1 |
| buf | 4 |
==> worst min-delay path by stage <==
stage,end,slack (ps),depth (start not counted)
4_1_cts,q[7],240,3
5_1_grt,q[10],240,3
6_report,q[7],250,3
==> cell type report <==
class                      count  area, µm²  area share, %
clock buffer                   6      72.57          3.432
clock inverter                 2      35.03          1.657
inverter                       1      3.754         0.1775
multi-input combinational     64      440.4          20.83
sequential                    32      800.8          37.87
tap                           99      123.9          5.858
timing repair buffer          78      638.1          30.18
==> what timing repair did <==
action                     4_1_cts  5_1_grt
setup endpoints to repair       32       29
gates resized                   96        0
buffers inserted                 0        6
Power is estimated from default activity; no workload was simulated.
